==> design/flow/design.v <==
module uart_core
    #(
        parameter BIT_CLK = 87
    )
    (
        input        clk,
        input        reset,
        input        cts,  
        input [7:0]  txdata,  
        input        rxd,  
        output       rts,  
        output       txd,  
        output [7:0] rxdata  
    );
    uart_tx #(.BIT_CLK(BIT_CLK)) tx_u
    (
        .clk   (clk),
        .reset (reset),
        .cts   (cts),
        .txdata(txdata),
        .txd   (txd)
    );
    uart_rx #(.BIT_CLK(BIT_CLK)) rx_u
    (
        .clk   (clk),
        .reset (reset),
        .rts   (rts),
        .rxdata(rxdata),
        .rxd   (rxd)
    );
endmodule
module uart_rx
    #(
        parameter BIT_CLK = 87
    )
    (
        input        clk,
        input        reset,
        output       rts,
        output [7:0] rxdata,
        input        rxd
    );
    localparam IDLE  = 0,
               START = 1,
               DATA  = 2,
               STOP  = 3,
               CLEAN = 4;
    reg [2:0] state   = CLEAN;
    reg       flow_en = 0;
    reg [7:0] data    = 0;
    reg [7:0] count   = 0;
    reg [2:0] index   = 0;
    always @(posedge clk)
    begin
        if(reset)
        begin
            state <= CLEAN;
        end
        else
        begin
            case (state)
            IDLE:
                begin
                    if(rxd == 0)
                        state <= START;
                end
            START:
                begin
                    if(count == BIT_CLK-1)
                        state <= DATA;
                end
            DATA:
                begin
                    if (index == 7 && count == 7)
                        state <= STOP;
                end
            STOP:
                begin
                    if(count == BIT_CLK-1)
                        state <= CLEAN;
                end
            CLEAN:
                begin
                    state <= IDLE;
                end
            default:
                begin
                    state <= CLEAN;
                end
            endcase
        end
    end
    always @(posedge clk)
    begin
        if(reset)
        begin
            data  <= 0;
        end
        else
        begin
            if(state == DATA && count == 0)
            begin
                data[index] <= rxd;
            end
        end
    end
    always @(posedge clk)
    begin
        if(reset)
        begin
            count  <= 0;
        end
        else
        begin
            if(state == CLEAN)
            begin
                count <= 0;
            end
            else if(state != IDLE)
            begin
                if(count == BIT_CLK-1)
                    count <= 0;
                else
                    count <= count + 1;
            end
        end
    end
    always @(posedge clk)
    begin
        if(reset)
        begin
            index  <= 0;
        end
        else
        begin
            if (state == DATA)
            begin
                if(count == BIT_CLK-1)
                begin
                    index <= index + 1;
                end
            end
        end
    end
    always @(posedge clk)
    begin
        if(reset)
        begin
            flow_en <= 0;
        end
        else
        begin
            if(state == IDLE)
            begin
                flow_en <= 1;
            end
        end
    end
    assign rts    = flow_en;
    assign rxdata = data;
endmodule
module uart_tx
    #(
        parameter BIT_CLK = 87
    )
    (
        input       clk,
        input       reset,
        input       cts,
        input [7:0] txdata,
        output      txd
    );
    localparam IDLE  = 0,
               START = 1,
               DATA  = 2,
               STOP  = 3,
               CLEAN = 4;
    reg [2:0] state = CLEAN;
    reg       tx    = 1;
    reg [7:0] data  = 0;
    reg [7:0] count = 0;
    reg [2:0] index = 0;
    always @(posedge clk)
    begin
        if(reset)
        begin
            state <= CLEAN;
        end
        else
        begin
            case (state)
                IDLE:
                    begin
                        if (cts)
                        begin
                            state <= START;
                        end
                    end
                START:
                    begin
                        if(count == BIT_CLK-1)
                            state <= DATA;
                    end
                DATA:
                    begin
                        if (index == 7 && count == 7)
                            state <= STOP;
                    end
                STOP:
                    begin
                        if(count == BIT_CLK-1)
                            state <= CLEAN;
                    end
                CLEAN:
                    begin
                        state <= IDLE;
                    end
                default:
                    begin
                        state <= CLEAN;
                    end
            endcase
        end
    end
    always @(posedge clk)
    begin
        if(reset)
        begin
            data <= 0;
        end
        else
        begin
            if (state == IDLE)
            begin
                data  <= txdata;
            end
        end
    end
    always @(posedge clk)
    begin
        case (state)
            START:
                begin
                    tx <= 0;
                    if(count == BIT_CLK-1)
                    begin
                        count <= 0;
                    end
                    else
                        count <= count + 1;
                end
            DATA:
                begin
                    tx    <= data[index];
                    if(count == BIT_CLK-1)
                    begin
                        count <= 0;
                        index <= index + 1;
                    end
                    else
                        count <= count + 1;
                end
            STOP:
                begin
                    tx    <= 1;
                    if(count == BIT_CLK-1)
                        count <= 0;
                    else
                        count <= count + 1;
                end
            CLEAN:
                begin
                    tx    <= 1;
                    count <= 0;
                    index <= 0;
                end
        endcase
    end
    assign txd = tx;
endmodule
==> design/flow/run.sh <==
#!/bin/bash
# OpenROAD 26Q1-2900-gdf79404cd8, Yosys 0.63+post, stock flow scripts
make -C /OpenROAD-flow-scripts/flow DESIGN_CONFIG=/design/flow/config.mk WORK_HOME=/design/flow/orfs finish
==> design/flow/config.mk <==
export PLATFORM = sky130hd
export DESIGN_NAME = uart_core
export DESIGN_NICKNAME = uart_core
export VERILOG_FILES = /design/flow/design.v
export SDC_FILE = /design/flow/constraint.sdc
export NUM_CORES = 4
export LEC_CHECK = 1
export CORE_UTILIZATION = 50
==> design/flow/constraint.sdc <==
current_design uart_core

set clk_period 2.8
set clk_io_pct 0.2

create_clock -name clk0 -period $clk_period [get_ports {clk}]

set non_clock_inputs [all_inputs -no_clocks]
set_input_delay [expr $clk_period * $clk_io_pct] -clock clk0 $non_clock_inputs
set_output_delay [expr $clk_period * $clk_io_pct] -clock clk0 [all_outputs]
==> out/metrics.cfg <==
[clocking]
cts_hold_buf=0
root_buffer=clkbuf_8
clock_sinks=46
clk_latency_ps=300
cts_tree=done
clk_pin_slew_ps=80
clock_path_buffers=2
h-tree-depth=2
cts_resized=0
numCtsBuffers=5
cts_setup_buffers=0

[route]
antenna_cells=0
wl_per_cell_um=13.1
postRouteAntennaNets=0
drc_errors=0
wl_mm=4.20
drt_iter0_drc=67
via_per_inst=5.32
drt_first_pass_iters=4
vias=1703

[min_path]
holdPathStages=2
hold-path-endpoint=tx_u.data[0]$_SDFFE_PP0N_
hold_path.startpoint=tx_u.data[0]$_SDFFE_PP0N_
holdCritPathClass=flip-flop to flip-flop

[worst_setup_path]
rr_worst_depth=6
crit_path_start_kind=flip-flop
critical_path_class=flip-flop to flip-flop
reg2reg_slack_ps=1010
endpoint_kind=flip-flop
arrival_ps=1750
worstPathMaxFanout=5
crit_required_ps=2760
r2r_start=tx_u.count[0]$_SDFFCE_PP0P_
worstReg2RegEnd=tx_u.index[0]$_SDFFCE_PP0P_

[timing]
worst_pin_slew_ps=873
finalCritPeriodShare_pct=63.9
rsz0062_at_grt=no
slew_viol_final=0
fmax_mhz=559
finalClockSkew_ps=3.86
timing.slew.headroom_pct=41.4
timing.final.crit_period_ps=1790
setup_viol_count_final=0
final.setup.tns_ps=0
hold_violations=0

[synth]
avgSynthCellArea_um2=9.38
synthArstFlopShare_pct=0
ys.flops=46
yosysWarnings=2
ys_seq_share_pct=44.8
edf_count=12
synth_cell_type_count=45
yosys_cells=248
ys_chip_area_mm2=0.00233
syn_area_mm2=0.00233
ys.flop_type=dfxtp_1
synthCells=248

[grt]
grt_first_pass_wirelength_mm=7.47
gr-total-overflow=0
antenna_found_initial=0
first_global_vias=1653
grt_max_degree=29
gr-usage-all-layers_pct=19.3

[floorplanning]
fp.dieH_um=70.2
fp_util_pct=52.7
die_area_mm2=0.00493
core_area_mm2=0.00441
die_x_um=70.2
fp-row-count=24
ios=22

[placement]
gp_congestion=0.871
hpwlAfterDp_mm=2.92
dp_cells=312
place.port_buffers=21

[layout]
fill_cells=376
utilization_pct=60.3
areaGrowthSynthToFinish_pct=14.5
final_cells=320
lay_top_cells=34 x nor2_1, 34 x dfxtp_1, 22 x nand2_1
drive_above_1_share_pct=6.34

[run_status]
outcome=finished clean

[job]
drv_cap=0
warnings=32

[power]
p_leak_nw=0.984
vdd_drop_max_uv=378
power_density_mw_per_mm2=519

## how the worst max path moves through the flow
stage	end	depth (start not counted)	slack (ps)	from
final	tx_u.index[0]$_SDFFCE_PP0P_	6	1010	tx_u.count[0]$_SDFFCE_PP0P_
after CTS	tx_u.index[0]$_SDFFCE_PP0P_	6	1020	tx_u.count[0]$_SDFFCE_PP0P_
after global routing	rx_u.data[4]$_SDFFE_PP0P_	6	820	rx_u.index[0]$_SDFFE_PP0P_
## power breakdown
part	internal (W)	leakage [nW]	switching, W	total, W
Clock	0.000264	0.0528	0.000217	0.000480
Sequential	0.000727	0.397	0.0000382	0.000765
Combinational	0.0000696	0.533	0.0000680	0.000138
## per-stage QoR
stage	setup WS, ps	hold WS, ps	area (um2)	total power (W)
floorplan	1150	416	2330	0.000871
global placement	975	444	2560	0.000920
detailed placement	952	447	2560	0.000919
CTS	1020	459	2660	0.00140
global route	815	476	2660	0.00145
finish	1010	456	2660	0.00138
## synthesized netlist by cell type (all sizes together), types with 6 or more instances
cell type | n | area share [%]
a21oi | 12 | 2.6
buf | 7 | 1.8
dfxtp | 34 | 29
edfxtp | 12 | 15
ha | 12 | 6.5
inv | 10 | 1.6
nand2 | 22 | 3.6
nand3 | 8 | 1.7
nand4 | 7 | 2.2
nor2 | 34 | 5.5
nor2b | 7 | 1.9
nor3 | 9 | 1.9
o21ai | 14 | 3.0
xnor2 | 13 | 4.9
xor2 | 6 | 2.3
## logic make-up (layout without fill, tap and decap cells)
family	Yosys count	count (layout)	share of synthesized area (%)
AOI/OAI and AO/OA	37	37	9.68
xor gates and xnor gates	19	19	7.15
adders and majority gates	12	12	6.45
buffers and inverters	20	40	3.87
DFF	46	46	44.8
muxes	4	4	2.80
and+or+nand+nor	110	110	25.3
## area by class of cell
type / count / area [um2] / share of cell area (%)
multi-input cells: 182 / 1190 / 44.9
flip-flops and latches: 46 / 1040 / 39.1
repair buffers: 22 / 218 / 8.18
clock buffers: 6 / 72.6 / 2.73
well taps: 52 / 65.1 / 2.44
inverters: 10 / 37.5 / 1.41
clock inverters: 2 / 33.8 / 1.27
## routing by layer
| metal | up-vias | GRT usage [%] | routed length [um] |
|---|---|---|---|
| li1 | 894 | - | - |
| met1 | 777 | 29.9 | 2040 |
| met2 | 26 | 30.2 | 1930 |
| met3 | 6 | 3.80 | 166 |
| met4 | 0 | 2.89 | 54 |
| met5 | - | 0 | 0 |
## worst max-delay path, cell delays in order, from the launching register on
cell	delay, ps
edfxtp_1	440
inv_1	80
ha_1	130
and4_1	200
and2_1	180
nor2_1	50
nor3_1	360
## sequential cells by signal, summed over array words and instances (netlist names)
name	flops
tx_u.count	8
rx_u.flow_en	1
tx_u.tx	1
tx_u.data	8
rx_u.count	8
rx_u.index	3
rx_u.state	3
tx_u.state	3
tx_u.index	3
rx_u.data	8
Power is estimated from default activity; no workload was simulated.
